==> design.v <==
module vending_machine (
	clk,							 
	reset_n,						 
	i_input_coin,				 
	i_select_item,				 
	i_trigger_return,			 
	o_available_item,			 
	o_output_item,			 
	o_return_coin,				 
	stopwatch,
	current_total,
	return_temp,
);
	input clk;
	input reset_n;
	input [3-1:0] i_input_coin;
	input [4-1:0] i_select_item;
	input i_trigger_return;
	output reg [4-1:0] o_available_item;
	output reg [4-1:0] o_output_item;
	output reg [3-1:0] o_return_coin;
	output [3:0] stopwatch;
	output [31-1:0] current_total;
	output [31-1:0] return_temp;
	reg [8-1:0] returning_coin_0;
	reg [8-1:0] returning_coin_1;
	reg [8-1:0] returning_coin_2;
	reg block_item_0;
	reg block_item_1;
	reg [3:0] stopwatch;
	reg have_to_return;
	reg  [31-1:0] return_temp;
	reg [31-1:0] temp;
	wire [31:0] kkItemPrice [4-1:0];	 
	wire [31:0] kkCoinValue [3-1:0];	 
	assign kkItemPrice[0] = 400;
	assign kkItemPrice[1] = 500;
	assign kkItemPrice[2] = 1000;
	assign kkItemPrice[3] = 2000;
	assign kkCoinValue[0] = 100;
	assign kkCoinValue[1] = 500;
	assign kkCoinValue[2] = 1000;
	integer i, j, k,l,m,n;
	reg [31-1:0] current_total;
	reg [8-1:0] num_items [4-1:0];
	reg [8-1:0] num_coins [3-1:0];
	reg [31-1:0] current_total_nxt;
	reg [8-1:0] num_items_nxt [4-1:0];
	reg [8-1:0] num_coins_nxt [3-1:0];
	reg [31-1:0] input_total, output_total, return_total_0,return_total_1,return_total_2;
	always @(*) begin
		if(i_input_coin != 0) begin
			for ( i = 0; i<3; i= i+1) begin
				if( i_input_coin[i] == 1) begin
					current_total_nxt = current_total + kkCoinValue[i];
				end
			end
		end
		else if (i_select_item != 0) begin
			for (i = 0; i<4; i=i+1) begin
				if (i_select_item[i] & o_available_item[i]) begin
					current_total_nxt = current_total - kkItemPrice[i];
				end
			end
		end
		else begin
			current_total_nxt = current_total;
		end
	end
	always @(*) begin
		for ( i=0 ; i<4 ; i = i+1 ) begin
			o_available_item[i] = current_total >= kkItemPrice[i];
		end
		for ( i=0 ; i<4 ; i = i+1 ) begin
			o_output_item[i] = i_select_item[i] & o_available_item[i];
		end
	end
	always @(posedge clk) begin
		if (!reset_n) begin
			current_total = 0;
			return_temp = 0; 
		end
		else begin
			current_total = current_total_nxt;
			temp = i_input_coin + i_select_item + i_trigger_return ;
			if(current_total !=0) begin
				if(temp ==0) stopwatch = stopwatch-1;
				else	stopwatch = 10;
			end
			else	stopwatch = -1;   
			if (stopwatch==0) begin
				o_available_item = 0;
				have_to_return = 1;
			end
			if (have_to_return | i_trigger_return) begin
				for( i = 3-1; i>=0; i=i-1) begin
					if(current_total>=kkCoinValue[i]) begin
						current_total = current_total - kkCoinValue[i];
						o_return_coin[i]= 1;
					end
					else o_return_coin[i] = 0;
				end
				if(current_total == 0) have_to_return = ~have_to_return;
			end
		end		    
	end	    
endmodule
==> run.sh <==
#!/bin/bash
# OpenROAD 26Q1-2900-gdf79404cd8, Yosys 0.63+post, stock flow scripts
make -C /OpenROAD-flow-scripts/flow DESIGN_CONFIG=/design/flow/config.mk WORK_HOME=/design/flow/orfs finish
==> config.mk <==
export PLATFORM = sky130hd
export DESIGN_NAME = vending_machine
export DESIGN_NICKNAME = vending_machine
export VERILOG_FILES = /design/flow/design.v
export SDC_FILE = /design/flow/constraint.sdc
export NUM_CORES = 4
export LEC_CHECK = 1
export CORE_UTILIZATION = 30
==> constraint.sdc <==
current_design vending_machine

set clk_period 4.3
set clk_io_pct 0.2

create_clock -name clk0 -period $clk_period [get_ports {clk}]

set non_clock_inputs [all_inputs -no_clocks]
set_input_delay [expr $clk_period * $clk_io_pct] -clock clk0 $non_clock_inputs
set_output_delay [expr $clk_period * $clk_io_pct] -clock clk0 [all_outputs]
==> metrics.cfg <==
[place]
gp_congestion = 0.976
dpl.hpwl_um = 16300
placement.io_buffers = 47
place_area_mm2 = 0.00710

[synthesis]
yosysWarnings = 9
synth_cell_types = 85
yosys-top-cells-area = dfxtp_1 9.5%, xnor2_1 8.7%, dlxtn_1 7.1%, nand2_1 4.9%, nor2_1 4.6%
ys.flop_type = dlxtn_1
netlist_area_mm2 = 0.00653
syn_avg_cell_area_um2 = 7.27
common_cells = 85 x nand2_1, 80 x nor2_1, 65 x xnor2_1, 45 x a21oi_1, 43 x nor3_1
ys.flops = 70
synth_top_area_share_pct = 9.51
most_common_cell = nand2_1
yosys-stat-cells = 898
synthCells = 898
edf_count = 8
yosysTopAreaCell = dfxtp_1
async_reset_ff_share_pct = 0
ys_area_mm2 = 0.00653

[clocking]
cts_buffer_depth = 2
holdBufCountCts = 0
cts_resized = 0
path_clk_slew_ns = 0.06
clk_latency_ns = 0.28
post-cts-setup-buffers = 0
cts-buffers-inserted = 5
cts_root_buffer = clkbuf_16
tritoncts = done
cts_max_level = 2

[pwr]
switching_share_pct = 31.4
clkPwrFrac_pct = 33.9
p_leak_nw = 2.69
power.density_mw_per_mm2 = 161
peakVddDrop_mv = 0.165
p_total_mw = 1.17
p_int_mw = 0.800
comb_power_share_pct = 27.8
p_switching_mw = 0.365
p_seq_share_pct = 38.4

[sta]
fin_crit_ns = 3.98
setup_viol_count_final = 0
final_max_slew_viol_count = 0
finalClockPeriodUsage_pct = 92.5
finClkSkew_ns = 0.00902
whs_ns = 0.647
worst_pin_slew_ns = 0.861
max_slew_margin_pct = 42.4
untimed_endpoints = 34
fin_setup_tns_ns = 0
report.final.hold_viol_count = 0
unclocked_regs = 31
rsz0062_at_grt = false
fmax_ghz = 0.251

[critical_path]
critPathKind = input port to register
cp-startpoint = i_input_coin[0]
reg2reg_depth = 9
reg2reg_to = current_total[19]
cp.arrival_ns = 4.16
regToRegSetupSlack_ns = 2.17
r2r-start = stopwatch[2]
cp_max_fo = 15
cp-endpoint = current_total[10]
crit_required_ns = 4.48
crit_path_end_kind = register
start_kind = input port

[route]
wl_per_cell_um = 17.3
wl_um = 20600
drc_errors = 0
diodes = 0
first_iter_violations = 485
via_per_inst = 5.48
antenna_left = 0
vias = 6540
drt_pass1_iterations = 5

[floorplanning]
num_rows = 53
core_region_area_mm2 = 0.0212
die_w_um = 149
io_pins = 87
die_height_um = 149
initCoreUtil_pct = 30.9
dieArea_mm2 = 0.0223

[finish]
stdcell_area_mm2 = 0.00726
area_delta_synth_final_pct = 11.2
fin_util_pct = 34.3
num-fill-cells = 2219
final_layout_size_suffix_gt1_share_pct = 5.11

[grt]
grt_start_max_net_pins = 39
grtUsageMet2_pct = 28.1
met3_usage_pct = 1.06
use_met1_pct = 29.7
grt_pass1_vias = 5858
antenna_found_initial = 0
track_usage_pct = 18.9
top_usage_layer = met1
grt_pass1_wl_um = 32700
grt.overflow.total = 0

[outcome]
status = completed

[run]
warning_count = 28
cap_viol_max_count = 0

[worst_hold_path]
min_path_cells = 2
min_path_type = register to register
min-delay-start = have_to_return

-- worst max-delay path: stages --
cell and delay [ns]:
clkdlybuf4s50_1 0.52, inv_1 0.08, fa_1 0.41, inv_1 0.10, fa_1 0.41, nor4b_1 0.44
and3_1 0.24, nand2_1 0.07, nor2_1 0.10, a31oi_1 0.15, and2_1 0.25, buf_4 0.21
nand2_1 0.07, o21ai_0 0.07, and2_1 0.17
-- cells by family (layout without fill, tap and decap cells) --
group,after synthesis,in the layout,share of synthesized area (%)
simple gates,388,388,31.8
compound gates,205,205,21.1
buf+inv,113,96,8.99
xor+xnor,95,95,12.9
flops,39,39,13.2
latches,31,31,7.13
fa+ha+maj,17,17,3.49
mux,9,9,1.44
other cells,1,39,0.0575
-- state kept, by name, summed over array words and instances, names as in the netlist --
name / cells
o_return_coin: 3
stopwatch: 4
current_total: 31
current_total_nxt: 31
have_to_return: 1
-- metal layers --
metal / wire length [um] / share of wire [%]
met1: 9910 / 48
met2: 8920 / 43
met3: 1170 / 5.7
met4: 634 / 3.1
met5: 0 / 0
-- how the worst min path moves through the flow --
stage,endpoint,slack (ns)
finish,have_to_return,0.65
global route,have_to_return,0.69
CTS,have_to_return,0.64
-- power by group through the flow --
stage     clock network [mW]  logic [mW]  registers [mW]
6_report               0.395       0.323           0.447
5_1_grt                0.414       0.362           0.451
4_1_cts                0.399       0.321           0.446
-- cells in the final DEF, fill, tap and decap left out, types with 10 or more instances in the layout --
cell              n
or3_1            14
nand2b_1         10
a21oi_1          45
clkdlybuf4s50_1  47
and3_1           11
nand3_1          27
nand4_1          15
nor3_1           43
or4_1            11
nor2_1           80
nor4_1           23
and2_1           15
inv_1            30
a211oi_1         28
o211ai_1         13
dlxtn_1          31
nor2b_1          10
dfxtp_1          31
xnor2_1          65
o21ai_0          38
a31oi_1          14
conb_1           39
nand2_1          85
xor2_1           29
ha_1             15
-- final cells by class --
| cell class | instances | area [um2] | share of cell area, % |
|---|---|---|---|
| clock buffers | 7 | 154 | 2.12 |
| flip-flops and latches | 70 | 1330 | 18.3 |
| well taps | 275 | 344 | 4.74 |
| repair buffers | 55 | 543 | 7.48 |
| clock inverters | 1 | 7.51 | 0.103 |
| multi-input cells | 753 | 4760 | 65.5 |
| inverters | 33 | 126 | 1.74 |
-- per-stage QoR --
| stage | instances | worst slack (ns) |
|---|---|---|
| finish | 1194 | 0.321 |
| global route | 1194 | 0.0137 |
| CTS | 1194 | 0.318 |
| detailed placement | 1186 | 0.0374 |
| global placement | 1186 | 0.110 |
| floorplan | 936 | 0.648 |
Power figures rest on the tool's default switching activity, not on a simulated workload.
