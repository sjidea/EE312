`design/flow/design.v`:
```
module 	cache (
	input	wire	CLK,
	input 	wire	[11:0] T_addr,
	input	wire	T_wen,
	input	wire	[31:0] T_dout,
	input 	wire	[31:0] D_di,
	input	wire	type,
	output 	reg	[31:0] D_dout,
	output 	reg	[11:0] D_addr,
	output	reg	D_wen,
	output	reg	[31:0] T_di,
	output	wire	stall
);
	reg	wen;
	always	@(*) wen <= T_wen;  
	reg 	[135:0] cache[7:0];
	reg	[135:0] cache_blk;
	reg	[2:0] idx;
	reg	[1:0] g;
	reg	hit;
	reg	[31:0] data;
	reg	start;
	reg	[5:0]	i;
	initial begin
		cache[0]<=0;
		cache[1]<=0;
		cache[2]<=0;
		cache[3]<=0;
		cache[4]<=0;
		cache[5]<=0;
		cache[6]<=0;
		cache[7]<=0;
		i<=0;
	end
	always 	@(*) begin
		idx 	<= T_addr[4:2];
		g	<= T_addr[1:0];
		if (i==0) cache_blk <=  cache[idx];	 
		hit	<= (T_addr[11:5]==cache_blk[135:129]) & cache_blk[128];  
		case (g) 
			2'b00: data <= cache_blk[31:0];
			2'b01: data <= cache_blk[63:32];
			2'b10: data <= cache_blk[95:64];
			2'b11: data <= cache_blk[127:96];
		endcase
	end
	always	@(negedge CLK) begin
		if (i==0) begin
			if (type) begin
				if (hit) i <= (wen)? 1:7;
				else	 i <= (wen)? 6:12;
			end
		end
		if (i>0) i <= i-1;
	end
	reg	ri1;
	reg	ri2;
	always	@(posedge CLK) begin
		ri1<=(i==0);
		ri2<=(i>1);
	end
	always	@(*) start <= type * ri1;
	assign 	stall = start + ri2;
	always	@(*) begin
		if (wen) begin	 
			D_wen <= 1;
			if(i==6) D_addr <= T_addr[11:2]*4;
			if(i==5) D_addr <= T_addr[11:2]*4 +1;
			if(i==4) D_addr <= T_addr[11:2]*4 +2;
			if(i==3) D_addr <= T_addr[11:2]*4 +3;
		end
		else begin	 
			D_wen <= (i>6);
			if(i==12) D_addr <= T_addr[11:2]*4;
			if(i==11) D_addr <= T_addr[11:2]*4 +1;
			if(i==10) D_addr <= T_addr[11:2]*4 +2;
			if(i==9) D_addr <= T_addr[11:2]*4 +3;
			if(i==6) begin
				D_addr <= T_addr[11:2]*4;
				D_dout <= cache_blk[31:0];
			end
			if(i==5) begin
				D_addr <= T_addr[11:2]*4+1;
				D_dout <= cache_blk[63:32];
			end
			if(i==4) begin
				D_addr <= T_addr[11:2]*4+2;
				D_dout <= cache_blk[95:64];
			end
			if(i==3) begin
				D_addr <= T_addr[11:2]*4+3;
				D_dout <= cache_blk[127:96];
			end
		end
	end
	always @(posedge CLK) begin
		if (i==1) begin
			cache_blk[135:129] <= T_addr[11:5];
			cache_blk[128] <=1;
			if (wen) T_di <= data;
		end
	end
	always @(*) begin
		if ((i==1) & CLK) cache[idx]<= cache_blk;
	end
	always	@(negedge CLK) begin
		if(wen) begin
			if (i==6) cache_blk[31:0] <= D_di;
			if (i==5) cache_blk[63:32] <= D_di;
			if (i==4) cache_blk[95:64] <= D_di;
			if (i==3) cache_blk[127:96] <= D_di;
		end
		else begin
			if (i==12) cache_blk[31:0] <= D_di;
			if (i==11) cache_blk[63:32] <= D_di;
			if (i==10) cache_blk[95:64] <= D_di;
			if (i==9) cache_blk[127:96] <= D_di;
			if (i==7) begin	 
				case (g)
					2'b00: cache_blk[31:0] <= T_dout;
					2'b01: cache_blk[63:32] <= T_dout;
					2'b10: cache_blk[95:64] <= T_dout;
					2'b11: cache_blk[127:96] <= T_dout;
				endcase				
			end
		end
	end
endmodule
```
`design/flow/run.sh`:
```
#!/bin/bash
# OpenROAD 26Q1-2900-gdf79404cd8, Yosys 0.63+post, stock flow scripts
make -C /OpenROAD-flow-scripts/flow DESIGN_CONFIG=/design/flow/config.mk WORK_HOME=/design/flow/orfs finish
```
`design/flow/config.mk`:
```
export PLATFORM = sky130hd
export DESIGN_NAME = cache
export DESIGN_NICKNAME = cache
export VERILOG_FILES = /design/flow/design.v
export SDC_FILE = /design/flow/constraint.sdc
export NUM_CORES = 4
export LEC_CHECK = 1
export CORE_UTILIZATION = 40
```
`design/flow/constraint.sdc`:
```
current_design cache

set clk_period 10.5
set clk_io_pct 0.2

create_clock -name clk0 -period $clk_period [get_ports {CLK}]

set non_clock_inputs [all_inputs -no_clocks]
set_input_delay [expr $clk_period * $clk_io_pct] -clock clk0 $non_clock_inputs
set_output_delay [expr $clk_period * $clk_io_pct] -clock clk0 [all_outputs]
```
==> run_results.csv <==
group,metric,value,unit
run_status,status,"aborted with a tool error",
run_status,haltStage,"synthesis (1_2_yosys)",
run_status,firstError,"ERROR: Found 135 problems in 'check -assert'.",
yosys,ys_ff,1434,
yosys,ys_area,37000,sq um
yosys,synthArstFlopShare,0,%
yosys,ys_cells,3243,
yosys,synth-edff-count,173,
yosys,synth.distinct_cells,59,
yosys,ys.flop_type,"dlxtn_1",
yosys,yosys_warnings,2,
==> synthesized netlist by cell type (17+ instances only) <==
master     instances  area [sq um]
a21oi_1          159           796
a21oi_2           29           254
a221oi_1         113           990
a222oi_1          17           170
a22o_1            46           403
a22oi_1           77           578
buf_1             23          86.3
buf_2             55           275
clkbuf_1         153           574
dlxtn_1         1124         16900
dlxtp_1          135          2030
edfxtp_1         173          5190
inv_1             67           251
mux2_2            67           754
mux2i_1          120          1200
mux4_2            62          1400
nand2_1          100           375
nor2_1           214           803
nor2b_1           40           250
o21ai_0           68           340
o221a_2           48           541
o221ai_1          49           429
o22a_1            35           307
o22ai_1           51           319
o2bb2ai_1         49           429
o32ai_1           65           569
==> cells by family after synthesis <==
group | Yosys count | synth area share (%)
compound gates | 833 | 17.1
mux | 249 | 9.06
buf+inv | 304 | 3.35
flops | 175 | 14.1
simple gates | 405 | 4.76
fa+ha+maj | 7 | 0.237
latches | 1259 | 51.2
xor+xnor | 11 | 0.260
